==> flow/design.v <==
module half_second_counter_gen (
	input  	  refclk,
	input       rst_n,
	output reg half_second_cnt
);
	reg [24:0] cnt;
	always@ (posedge refclk or negedge rst_n) begin
		if(rst_n == 0) begin
			cnt <= 25'b0;
			half_second_cnt <= 0;
		end
		else begin
			if(cnt == 25000000 - 1) begin
				cnt <= 25'b0;
				half_second_cnt <= 1;
			end 
			else begin
				cnt <= cnt + 1;
				half_second_cnt <= 0;
			end
		end
	end
endmodule
module morse_code_letter_length(
	input 	  [2:0] 		SW,
	output reg [3:0] letter,
	output reg [2:0] length
);
	parameter A = 3'b000, B = 3'b001, C = 3'b010, D = 3'b011, E = 3'b100, F = 3'b101, G = 3'b110, H = 3'b111;
	always@ (*)
		case(SW)
			 A: begin
					letter = 4'b0010;  
					length = 3'b010;
			 end
			 B: begin
					letter = 4'b0001;
					length = 3'b100;
		    end
			 C: begin
					letter = 4'b0101;
					length = 3'b100;
			 end
			 D: begin
					letter = 4'b0001;
					length = 3'b011;
				 end
			 E: begin
					letter = 4'b0000;
					length = 3'b001;
				 end
			 F: begin
					letter = 4'b0100;
					length = 3'b100;
				 end
			 G: begin 	
					letter = 4'b0011;
					length = 3'b011;
				 end
			 H: begin
					letter = 4'b0000;
					length = 3'b100;
				 end
			 default: begin
							letter = 4'bxxxx;
							length = 3'bxxx;
						 end
		endcase
endmodule
module morse_top(
	input CLOCK_50,
	input 		     [1:0]		KEY,  
	output		     [7:0]		LED,  
	input 		     [3:0]		SW
);
	assign LED[7:5] = SW[2:0];
	wire [3:0] letter;
	wire [2:0] length;
	morse_code_letter_length u0 (
		.SW	 			(SW	  ),
		.letter			(letter ),
		.length			(length )
	);
	wire half_second_cnt;
	half_second_counter_gen u1 (
		.refclk 			  (CLOCK_50 	   ),
		.half_second_cnt (half_second_cnt),
		.rst_n  	        (KEY[1]         ),
	);
	wire [3:0] dash_or_dot;
	reg shift_register_en;
	shift_register u2(
		.CLOCK_50		(CLOCK_50	 ),
		.letter  		(letter  	 ),
		.load    		(~KEY[0] 	 ),
		.enable  		(shift_register_en),
		.dash_or_dot (dash_or_dot	 )
	);
	parameter START = 2'b00, DOT = 2'b01, DASH = 2'b10, DONE = 2'b11;
	reg [1:0] curr, next;
	reg [2:0] remaining;    
	reg [2:0] dotdash_timer;
	reg LED_on;
	always @(*) begin
		case(curr)
			START: next = (dash_or_dot[0] ? DASH : DOT);
			DOT:   next = (remaining == 0) ? DONE :
                       (dash_or_dot[0] ? DASH : DOT);
			DASH:  next = (remaining == 0) ? DONE :
                       (dash_or_dot[0] ? DASH : DOT);
			DONE:  next = DONE;
			default: next = START;
      endcase
	end
	always @(posedge CLOCK_50 or negedge KEY[1]) begin
		if(KEY[1] == 0) begin
			curr <= DONE;
         remaining <= 0;
         dotdash_timer <= 0;
         LED_on <= 0;
      end else begin
         curr <= next;
         if(~KEY[0]) begin
				curr <= START;
            remaining <= length;    
         end
         if((curr == DOT || curr == DASH) && half_second_cnt) begin
            dotdash_timer <= dotdash_timer + 1;
            LED_on <= 1;
            if((curr == DOT  && dotdash_timer == 1) || (curr == DASH && dotdash_timer == 3)) begin
				   shift_register_en <= 1;
               dotdash_timer <= 0;
               LED_on <= 0;
               remaining <= remaining - 1;
            end 
				else begin
					shift_register_en <= 0;
			   end
         end
			else begin
				shift_register_en <= 0;
			end
      end
	end
	assign LED[0] = LED_on;
   assign LED[3:2] = curr;  
endmodule
module shift_register(
	input 			CLOCK_50,
	input 				 load,
	input   		 	  enable,
	input      [3:0] letter,
	output reg [3:0] dash_or_dot
);
	always@ (posedge CLOCK_50) begin
		if(load == 1)
			dash_or_dot <= letter;
		else if(enable == 1) begin
			dash_or_dot[3] <= 1'b0;
			dash_or_dot[2] <= dash_or_dot[3];
			dash_or_dot[1] <= dash_or_dot[2];
			dash_or_dot[0] <= dash_or_dot[1];  
		end
	end
endmodule
==> flow/run.sh <==
#!/bin/bash
# OpenROAD 26Q1-2900-gdf79404cd8, Yosys 0.63+post, stock flow scripts
make -C /OpenROAD-flow-scripts/flow DESIGN_CONFIG=/design/flow/config.mk WORK_HOME=/design/flow/orfs finish
==> flow/config.mk <==
export PLATFORM = sky130hd
export DESIGN_NAME = morse_top
export DESIGN_NICKNAME = morse_top
export VERILOG_FILES = /design/flow/design.v
export SDC_FILE = /design/flow/constraint.sdc
export NUM_CORES = 4
export LEC_CHECK = 1
export CORE_UTILIZATION = 40
==> flow/constraint.sdc <==
current_design morse_top

set clk_period 3.4
set clk_io_pct 0.2

create_clock -name clk0 -period $clk_period [get_ports {CLOCK_50}]

set non_clock_inputs [all_inputs -no_clocks]
set_input_delay [expr $clk_period * $clk_io_pct] -clock clk0 $non_clock_inputs
set_output_delay [expr $clk_period * $clk_io_pct] -clock clk0 [all_outputs]
==> reports/metrics.yaml <==
run_status:
  status: "completed"
worst_setup_path:
  crit_buf_inv: 2
  arrival_ns: 1.78
  critPathMaxStageDelay_ns: 0.59
  worst-path-max-fanout: 7
  start_kind: "input pin"
  ff2ff_path_depth: 5
  cp.depth: 2
  cp_cell_sequence: "clkdlybuf4s50_1, clkdlybuf4s50_1"
  cp_top_family: "buffers and inverters"
  crit_slowest_cell: "clkdlybuf4s50_1"
  crit_type: "in2out"
  setup.worst_path.end_class: "output port"
  cpMostUsedCell: "clkdlybuf4s50_1"
  reg2reg_slack_ns: 1.20
  required_ns: 2.72
yosys:
  edf_count: 4
  ys_cells: 207
  top_cell_area_share: 0.397
  syn-mean-instance-area_um2: 10.0
  yosys.cell_types.count: 38
  topCellsByArea: "dfrtp_1, ha_1, edfxtp_1"
  synth_warnings: 7
  yosysSeqAreaShare: 0.480
  ys_seq_elements: 39
  largest_area_cell: "dfrtp_1"
  yosys-stat-area_um2: 2080
  syn-cell-area_um2: 2080
  async_flop_share: 0.897
  ff_type: "dfrtp_1"
  postSynthCellCount: 207
detailed_routing:
  first_iter_violations: 58
  routed.top_layer: "met4"
  vias_per_cell: 4.90
  drt-wirelength-per-cell_um: 11.7
  ant_nets: 0
  drt_wl_total_um: 3340
  drt-met1-wl_um: 1700
  diodes: 0
  drc: 0
  wl_met3_um: 94
  vias: 1401
  met2_length_um: 1500
  dr.pass1.iters: 4
clock_tree:
  h-tree-depth: 2
  cts_resized: 0
  ctsHoldBuffers: 0
  cts.reportedPaths.clkPinSlew_ns: 0.07
  cts_setup_buffers: 0
  cts_tree: "yes"
  clock_latency_ns: 0.29
  cts_made_buffers: 5
  cts_sinks: 39
  clk_root_buffer_cell: "clkbuf_8"
  cts_buffer_depth: 2
global_routing:
  grt_max_degree: 20
  grt_pass1_wl_um: 6060
  grt_antenna_before_repair: 0
  grt_pass1_vias: 1364
  overflow: 0
  grt_usage: 0.145
final_timing:
  worst_slack_ns: 0.938
  fin_crit_sh: 0.724
  tns_ns: 0
  fin_crit_ns: 2.46
  fmax_ghz: 0.406
  drv_slew: 0
  grt_setup_unrepaired: "no"
  tightest_slew_ns: 0.813
  setup_violations: 0
  final-hold-violation-count: 0
  finalClockSkew_ns: 0.00428
  relSlewSlack: 0.453
pwr:
  finalPower_uw: 908
  p_per_area_nw_per_um2: 392
  leakagePower_nw: 1.01
  vdd.ir_drop.worst_uv: 203
job:
  openroad.warnings: 33
  max-cap-violations: 0
cells_and_area:
  drive_gt1_frac: 0.0685
  lay_top_count: "dfrtp_1"
  fillers: 448
  final_cell_mix: "dfrtp_1, nand2_1, inv_1, o21ai_0, ha_1"
  final_cells: 286
  fin_area_um2: 2320
  syn_to_final_growth_pct: 11.5
floorplanning:
  fp-row-count: 25
  die_x_um: 74.1
  die_h_um: 74.1
  ios: 15
  core_um2: 4850
  initial_core_util: 0.429
  die_area_um2: 5490
hold_path:
  hold_class: "in2async"
place:
  io_buffers: 11
  gp_congestion: 0.788
  dp_hpwl_um: 2350
  dp_cells: 278
  pre_cts_slack_ns: 0.926
  place_area_um2: 2220
==> layer usage <==
metal,up-vias,track usage
li1,738,-
met1,642,0.227
met2,17,0.222
met3,4,0.0288
met4,0,0.0192
met5,-,0
==> cells by family (layout without fill, tap and decap cells) <==
kind of cell    Yosys count  after routing  share of synthesized area
fa+ha+maj                14             14                     0.0843
mux                       5              5                     0.0241
buf+inv                  24             35                     0.0584
xor+xnor                 14             14                     0.0590
compound gates           35             35                     0.0933
simple gates             75             75                      0.199
flops                    39             39                      0.480
other cells               1              2                    0.00180
==> path summary, 6_finish.rpt <==
kind | endpoint | start
worst max-delay path | LED[7] | SW[2]
worst min-delay path | u1.cnt[18] | KEY[1]
worst max register to register | u1.cnt[5] | u1.cnt[10]
worst min register to register | u1.cnt[0] | u1.cnt[0]
max in group asynchronous | curr[1] | KEY[1]
min in group clk0 | u1.cnt[0] | u1.cnt[0]
==> where the power goes <==
part | switching [mW] | internal (mW) | total (mW)
clock network | 0.154 | 0.185 | 0.339
logic | 0.0399 | 0.0369 | 0.0768
registers | 0.00696 | 0.485 | 0.492
==> state kept, by name, indices dropped and copies added, names as in the netlist <==
| register | flops |
|---|---|
| u1.cnt | 25 |
| dotdash_timer | 3 |
| remaining | 3 |
| u2.dash_or_dot | 3 |
| curr | 2 |
| LED_on | 1 |
| shift_register_en | 1 |
| u1.half_second_cnt | 1 |
==> cell type report <==
cell class / instances / area [um^2] / share of cell area
flip-flops and latches: 39 / 998 / 0.431
repair buffers: 13 / 120 / 0.0518
clock buffers: 8 / 100 / 0.0432
well taps: 67 / 83.8 / 0.0362
inverters: 14 / 52.6 / 0.0227
multi-input cells: 145 / 962 / 0.415
==> Yosys cell counts, drive strengths merged (4+ instances only) <==
| cell type | number |
|---|---|
| dfrtp | 33 |
| xnor2 | 6 |
| xor2 | 8 |
| nand3 | 7 |
| nor3 | 4 |
| o21ai | 14 |
| or3 | 6 |
| nor4 | 4 |
| a21oi | 13 |
| inv | 14 |
| mux2i | 5 |
| ha | 14 |
| nor2 | 12 |
| buf | 8 |
| or4 | 5 |
| edfxtp | 4 |
| nand2 | 22 |
==> through the flow <==
| step | hold slack, ns | utilization |
|---|---|---|
| after floorplan | 0.384 | - |
| after global placement | 0.451 | 0.457 |
| after detailed placement | 0.460 | 0.457 |
| after CTS | 0.316 | 0.478 |
| after global routing | 0.330 | 0.478 |
| final | 0.304 | 0.478 |
No activity file was given, so power comes from the tool's default toggle rates.
